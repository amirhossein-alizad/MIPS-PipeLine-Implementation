<file path="design/flow/constraint.sdc">
current_design mux_3_5

set clk_period 1.0
set clk_io_pct 0.2

create_clock -name clk0 -period $clk_period

set non_clock_inputs [all_inputs -no_clocks]
set_input_delay [expr $clk_period * $clk_io_pct] -clock clk0 $non_clock_inputs
set_output_delay [expr $clk_period * $clk_io_pct] -clock clk0 [all_outputs]
</file>
<file path="design/flow/config.mk">
export PLATFORM = sky130hd
export DESIGN_NAME = mux_3_5
export DESIGN_NICKNAME = mux_3_5
export VERILOG_FILES = /design/flow/design.v
export SDC_FILE = /design/flow/constraint.sdc
export NUM_CORES = 4
export LEC_CHECK = 1
export CORE_AREA = 10 10 70 70
export DIE_AREA = 0 0 80 80
</file>
<file path="design/flow/design.v">
`timescale 1ns/1ns
module mux_3_5(input [4:0] inp1,inp2,inp3, input [1:0] select, output [4:0] out);
  assign out = select[1] ? inp3 : (select[0] ? inp2 : inp1);
endmodule
</file>
<file path="design/flow/run.sh">
#!/bin/bash
# OpenROAD 26Q1-2900-gdf79404cd8, Yosys 0.63+post, stock flow scripts
make -C /OpenROAD-flow-scripts/flow DESIGN_CONFIG=/design/flow/config.mk WORK_HOME=/design/flow/orfs finish
</file>
==> deck_impl_summary.md <==
Run Summary

Worst setup path
  – CP Cell Sequence: buf_6, buf_6, mux2i_4, o21ai_2, buf_2
  – Worst-path maximum fanout: 2
  – CP Buf/Inv Count: 3
  – CP most frequent cell: buf_6
  – Max stage delay on crit path: 0.17 ns
  – Top delay family on crit path: buffers and inverters
  – CP Capture Type: output port
  – Crit start category: input port
  – Worst Path Arrival: 0.79 ns
  – Slowest cell on crit path: mux2i_4
  – Setup CP Type: in -> out
  – Required @ worst endpoint: 0.80 ns

Final timing
  – Worst Tran Pin Value: 0.129 ns
  – WHS: 0.674 ns
  – Final setup vio count: 0
  – Final Slew Violations: 0
  – Worst rel slew slack: 0.911
  – FMAX: 1010 MHz
  – Period Utilization, post-route: 0.989
  – Final critical-path required period: 0.989 ns
  – Count of final hold-check violations: 0
  – Unrepaired setup endpoints after global routing: true

Layout
  – Share of layout cells above drive strength 1: 0.341
  – Number of clock buffers in the layout: 0
  – Register area: 0 µm²
  – Area growth, synth to finish: 255%
  – Fillers: 397
  – Comb. cell area: 113 µm²
  – Seq cells: 0

Pwr
  – Share of power burned in registers: 0
  – Internal power: 0.0830 mW
  – Pleak: 0.187 nW
  – Overall power consumption: 0.124 mW
  – Clk network pwr share: 0
  – Maximum vdd ir drop: 0.0293 mV
  – Switching part of the total: 0.331
  – Share of total power in combinational logic: 1.000
  – Power per cell area: 318 nW/µm²
  – Sw Pwr: 0.0411 mW

Outcome
  – Outcome: completed

Floorplanning
  – Num ports: 22
  – Rows: 21
  – Die height: 80 µm
  – Initial Utilization: 0.0322
  – Die Wd: 80 µm
  – Chip area: 6400 µm²
  – Core area: 3420 µm²

Yosys
  – Syn Std Cell Area: 110 µm²
  – Top cells by count, synth: 5 x mux2i_1, 5 x nand2_1, 5 x o21ai_1
  – Biggest area consumer among synthesized cells: mux2i_1
  – Yosys chip area: 110 µm²
  – Register share after synthesis: 0
  – Cell count after synthesis: 17
  – YS warnings: 0
  – Top cells by area: mux2i_1 45%, o21ai_1 23%, nand2_1 17%
  – Ys cells: 17
  – Dominant cell area share: 0.455
  – Unique cell types: 5
  – Avg Synthesized Cell Area: 6.48 µm²

Route
  – DRC viols: 0
  – Final ANT Viol Nets: 0
  – Total number of vias: 209
  – Vias per cell: 2.40
  – N_diodes: 0
  – Avg WL per Cell: 8.60 µm
  – Drt first pass iters: 4
  – DRT iter0 DRCs: 3
  – Total routed wirelength: 748 µm

Global routing
  – Vias in the first global route: 210
  – Initial antenna violation count: 0
  – Largest net degree at the start of global routing: 6
  – First-pass GRT wire length: 1070 µm
  – Total Routing Usage GR: 0.0205
  – GRT Residual Overflow: 0

Run
  – Max-cap viol count: 0
  – Tool warnings: 34

Placed design
  – PortBufs: 22
  – RePlAce Congestion: 0.798

Clock tree
  – Cts hold-fix bufs: 0

Min path
  – Min-Delay Path Class: in -> out
[layer usage]
| metal | global-route usage | vias up | part of all wire |
|---|---|---|---|
| li1 | - | 108 | - |
| met2 | 0.0337 | 14 | 0.43 |
| met5 | 0 | - | 0 |
| met3 | 0.0102 | 0 | 0.16 |
| met1 | 0.0250 | 87 | 0.41 |
| met4 | 0 | 0 | 0 |
[per-stage QoR]
step | utilization | area, µm² | TNS (ns) | instances | worst slack, ns
after floorplan | - | 110 | 0 | 17 | 0.288
after CTS | 0.111 | 378 | -0.0892 | 88 | -0.0892
after detailed placement | 0.115 | 394 | -3.49 | 86 | -0.703
final | 0.114 | 390 | 0 | 87 | 0.0108
after global routing | 0.114 | 390 | -0.0242 | 87 | -0.0138
after global placement | 0.115 | 394 | -3.52 | 86 | -0.720
[final timing paths]
path / from / to / slack, ns / depth (start not counted)
setup / recovery: select[0] / out[4] / 0.01 / 5
hold / removal: inp3[4] / out[4] / 0.67 / 4
[layout by cell type (no fill, tap or decap)]
cell	count
clkdlybuf4s15_1	2
o21ai_2	1
buf_4	1
mux2i_1	4
dlygate4sd2_1	12
nand2_2	1
buf_2	6
o21ai_1	4
buf_6	4
nand2_1	4
dlymetal6s2s_1	1
mux2i_4	1
[logic make-up after synthesis]
logic type             share of synthesized area
AND/OR/NAND/NOR                            0.170
multiplexers                               0.455
AND-OR/OR-AND                              0.227
buffers and inverters                      0.148
[timing repair]
action	4_1_cts	5_1_grt
setup endpoints to repair	5	5
pin swaps	5	4
buffers inserted	1	0
gates resized	41	9
gates cloned	1	0
[layout make-up]
cell class / count / share of cell area
timing repair buffer: 26 / 0.564
tap: 46 / 0.147
multi-input combinational: 15 / 0.288
[power groups by stage]
stage | Sequential [mW] | Clock, mW | Combinational [mW]
final | 0 | 0 | 0.124
after CTS | 0 | 0 | 0.120
after global routing | 0 | 0 | 0.137
No activity file was given, so power comes from the tool's default toggle rates.
